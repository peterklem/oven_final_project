`design/flow/config.mk`:
```
export PLATFORM = sky130hd
export DESIGN_NAME = change_heat
export DESIGN_NICKNAME = change_heat
export VERILOG_FILES = /design/flow/design.v
export SDC_FILE = /design/flow/constraint.sdc
export NUM_CORES = 4
export LEC_CHECK = 1
export CORE_UTILIZATION = 50
```
`design/flow/constraint.sdc`:
```
current_design change_heat

set clk_period 11.3
set clk_io_pct 0.2

create_clock -name clk0 -period $clk_period [get_ports {clk}]

set non_clock_inputs [all_inputs -no_clocks]
set_input_delay [expr $clk_period * $clk_io_pct] -clock clk0 $non_clock_inputs
set_output_delay [expr $clk_period * $clk_io_pct] -clock clk0 [all_outputs]
```
`design/flow/design.v`:
```
module change_heat(	input clk, 
							input button1,  
							input button2,  
							input toggle_oven,  
							input toggle_time_temp,  
							input toggle_set,  
							output reg [6:0] hex3,  
							output reg [6:0] hex2, 
							output reg [6:0] hex1, 
							output reg [6:0] hex0, 
							output reg temp_reached,  
							output reg timer_reached);  
	parameter MAX_COUNT_HEAT = 50000000;  
	reg [30:0] count = 0;
	reg new_clk;
	parameter BUTTON_LIM = 10000000;  
	reg [30:0] button_count = 0;
	reg button_clk;
	reg heat_val;  
	reg [9:0] updated_temp = 60;  
	reg [9:0] goal_temp = 300;  
	reg [3:0] hex3_num = 0;
	reg [3:0] hex2_num = 3;
	reg [3:0] hex1_num = 0;
	reg [3:0] hex0_num = 0;
	parameter max_count_timer = 25000000;  
	reg [28:0] count_timer = 0;
	reg timer_clk;
	reg[3:0] number;
	reg[2:0] number2;
	reg[3:0] number3;
	reg[2:0] number4;
	reg[3:0] num;
	reg[2:0] num2;
	reg[3:0] num3;
	reg[2:0] num4;
	reg [5:0] set_sec = 0;
	reg [5:0] set_min = 0;
	reg [3:0] number1_clock = 0;
	reg [2:0] number2_clock = 0;
	reg [3:0] number3_clock = 0;
	reg [2:0] number4_clock = 0;
	always @ (posedge clk) begin
		if (button_count <= BUTTON_LIM) begin
			 button_count <= button_count + 1;
		end else begin 
			 button_count <= 0;
			 button_clk <= ~button_clk;
		end
		if (count <= MAX_COUNT_HEAT) begin
			 count <= count + 1;
		end else begin 
			 count <= 0;
			 new_clk <= ~new_clk;
		end
		if (count_timer <= max_count_timer) begin
			count_timer <= count_timer + 1;
		end else begin 
			count_timer <= 0;
			timer_clk <= ~timer_clk;
		end
	end
	always @(posedge button_clk) begin
		if (toggle_oven == 1) begin  
			if (toggle_time_temp == 0) begin  
				if(toggle_set == 0) begin  
					if (button1 == 0) begin
						if (set_sec >= 55) begin
							set_sec = 0;
							set_min = set_min + 1;
							num3 = set_min % 10;
							num4 = set_min / 10;
						end else begin
							set_sec = set_sec + 5;
							num = set_sec % 10;
							num2 = set_sec / 10;
						end
					end else if (button2 == 0) begin
						if (set_sec == 0) begin
							set_min = set_min - 1;
							num3 = set_min % 10;
							num4 = set_min / 10;
							set_sec = 60;
						end else begin
							set_sec = set_sec - 5;
							num = set_sec % 10;
							num2 = set_sec / 10;
						end
					end
				end
			end else begin  
				if (toggle_set == 0) begin  
					if (button1 == 0) begin  
						goal_temp = goal_temp + 5;
					end else if (button2 == 0) begin
						goal_temp = goal_temp - 5;
					end
				end
			end
		end
	end
	always @(*) begin
		if (toggle_oven == 1) begin  
			if (toggle_time_temp == 1) begin 
				if (toggle_set == 0) begin  
					hex3_num = 11;
					hex2_num = goal_temp / 100; 
					hex1_num = (goal_temp / 10) % 10;
					hex0_num = goal_temp % 10;
				end else begin
					hex3_num = 11;
					hex2_num = updated_temp / 100; 
					hex1_num = (updated_temp / 10) % 10;
					hex0_num = updated_temp % 10;
				end
			end else begin
				if (toggle_set == 0) begin
					hex0_num = num;
					hex1_num = num2;
					hex2_num = num3;
					hex3_num = num4;
				end else begin
					hex0_num = number;
					hex1_num = number2;
					hex2_num = number3;
					hex3_num = number4;
				end
			end
			if (updated_temp > goal_temp - 2 && updated_temp < goal_temp + 2) begin
				temp_reached = 1;  
			end else begin
				temp_reached = 0;  
			end
		end else begin  
			hex3_num = number4_clock;
			hex2_num = number3_clock;
			hex1_num = number2_clock;
			hex0_num = number1_clock; 
		end
	end
	always @(*) begin
		if (updated_temp < goal_temp) begin
			heat_val <= 1;
		end else begin
			heat_val <= 0;
		end
	end
	always @(posedge new_clk) begin
		if (heat_val == 1) begin
			updated_temp <= updated_temp + 4;
		end else begin
			updated_temp <= updated_temp - 1;
		end
	end
	always @ (posedge timer_clk) begin
		if (toggle_oven == 1) begin  
			if (toggle_set == 0) begin
				number = num;
				number2 = num2;
				number3 = num3;
				number4 = num4;
			end else if (toggle_set == 1) begin  
				if (number == 0 && number2 == 0 && number3 == 0 && number4 == 0) begin
						timer_reached <= 1;
						number <= 0;
						number2 <= 0;
						number3 <= 0;
						number4 <= 0;
				end else begin
					timer_reached <= 0;
					if (number == 0) begin
						number <= 9;
						number2 <= number2 - 1;
						if (number2 == 0) begin
							number2 <= 5;
							number3 <= number3 - 1;
							if (number3 == 0) begin
								number3 <= 9;
								number4 <= number4 - 1;
								if (number4 == 0) begin
									number4 <= 5;
								end
							end else begin
								number3 <= number3 - 1;
							end
						end else begin
							number2 <= number2 - 1;
						end
					end else begin
						number <= number - 1;
					end
				end
			end
		end else begin  
			if (number1_clock >= 9) begin
				number1_clock <= 0;
				number2_clock <= number2_clock + 1;
				if (number2_clock >= 5) begin
					number2_clock <= 0;
					number3_clock <= number3_clock +1;
					if (number3_clock >= 9) begin
						number3_clock <= 0;
						number4_clock <= number4_clock + 1;
						if (number4_clock >= 5) begin
							number4_clock <= 0;
						end
					end else begin
						number3_clock <= number3_clock + 1;
					end
				end else begin
					number2_clock <= number2_clock + 1;
				end
			end else begin
				number1_clock <= number1_clock + 1;
			end
		end
	end
	always @ (*) begin
		case (hex3_num) 
			 0: begin
				  hex3 = 7'b1000000;
			 end
			 1: begin
				  hex3 = 7'b1111001;
			 end
			 2: begin
				  hex3 = 7'b0100100;
			 end
			 3: begin
				  hex3 = 7'b0110000;
			 end
			 4: begin
				  hex3 = 7'b0011001;
			 end
			 5: begin
				  hex3 = 7'b0010010;
			 end
			 6: begin
				  hex3 = 7'b0000010;
			 end
			 7: begin
				  hex3 = 7'b1111000;
			 end
			 8: begin
				  hex3 = 7'b0000000;
			 end
			 9: begin
				  hex3 = 7'b0010000;
			 end
			 default: hex3 = 7'b1111111;
		endcase
		case (hex2_num) 
			 0: begin
				  hex2 = 7'b1000000;
			 end
			 1: begin
				  hex2 = 7'b1111001;
			 end
			 2: begin
				  hex2 = 7'b0100100;
			 end
			 3: begin
				  hex2 = 7'b0110000;
			 end
			 4: begin
				  hex2 = 7'b0011001;
			 end
			 5: begin
				  hex2 = 7'b0010010;
			 end
			 6: begin
				  hex2 = 7'b0000010;
			 end
			 7: begin
				  hex2 = 7'b1111000;
			 end
			 8: begin
				  hex2 = 7'b0000000;
			 end
			 9: begin
				  hex2 = 7'b0010000;
			 end
		endcase
		case (hex1_num) 
			 0: begin
				  hex1 = 7'b1000000;
			 end
			 1: begin
				  hex1 = 7'b1111001;
			 end
			 2: begin
				  hex1 = 7'b0100100;
			 end
			 3: begin
				  hex1 = 7'b0110000;
			 end
			 4: begin
				  hex1 = 7'b0011001;
			 end
			 5: begin
				  hex1 = 7'b0010010;
			 end
			 6: begin
				  hex1 = 7'b0000010;
			 end
			 7: begin
				  hex1 = 7'b1111000;
			 end
			 8: begin
				  hex1 = 7'b0000000;
			 end
			 9: begin
				  hex1 = 7'b0010000;
			 end
		endcase
		case (hex0_num) 
			 0: begin
				  hex0 = 7'b1000000;
			 end
			 1: begin
				  hex0 = 7'b1111001;
			 end
			 2: begin
				  hex0 = 7'b0100100;
			 end
			 3: begin
				  hex0 = 7'b0110000;
			 end
			 4: begin
				  hex0 = 7'b0011001;
			 end
			 5: begin
				  hex0 = 7'b0010010;
			 end
			 6: begin
				  hex0 = 7'b0000010;
			 end
			 7: begin
				  hex0 = 7'b1111000;
			 end
			 8: begin
				  hex0 = 7'b0000000;
			 end
			 9: begin
				  hex0 = 7'b0010000;
			 end
		endcase
	end
endmodule
```
`design/flow/run.sh`:
```
#!/bin/bash
# OpenROAD 26Q1-2900-gdf79404cd8, Yosys 0.63+post, stock flow scripts
make -C /OpenROAD-flow-scripts/flow DESIGN_CONFIG=/design/flow/config.mk WORK_HOME=/design/flow/orfs finish
```
==> insert_results.sql <==
-- generated from flow reports
INSERT INTO impl_metrics (metric_group, metric, value, unit) VALUES
('logic_synthesis', 'number_of_warnings_reported_in_the_yosys_synthesis_log', '1', ''),
('setup_path', 'required', '9040', 'ps'),
('detailed_routing', 'starting_drc_count_in_detailed_routing', '499', ''),
('placement', 'port-buffer-count', '35', ''),
('logic_synthesis', 'post_synth_instance_area', '13700', 'um2'),
('logic_synthesis', 'leading_area_contributor_after_synthesis', 'edfxtp_1', ''),
('placement', 'dp.final_hpwl', '22.9', 'mm'),
('floorplan', 'die_h', '167', 'um'),
('clock_network', 'ctsRootBufferMaster', 'clkbuf_16', ''),
('logic_synthesis', 'yosys_register_bits', '191', ''),
('grt', 'antenna_found_initial', '0', ''),
('sta', 'tightest_slew', '871', 'ps'),
('detailed_routing', 'detailed_router_iteration_count_before_antenna_repair', '5', ''),
('clock_network', 'cts.reportedPaths.clkPinSlew', '60', 'ps'),
('detailed_routing', 'antenna_cells', '0', ''),
('floorplan', 'placement_rows', '60', ''),
('grt', 'grt_first_pass_wirelength', '50.5', 'mm'),
('detailed_routing', 'route.detailed.wl_per_inst', '14.7', 'um'),
('logic_synthesis', 'yosys_most_used_dff', 'dfxtp_1', ''),
('run', 'drv_cap', '0', ''),
('power_and_ir_drop', 'internal_power', '0.000891', 'W'),
('floorplan', 'floorplan.initialDensity', '50.9', '%'),
('setup_path', 'critical_path.endpoint_type', 'output pin', ''),
('sta', 'timing.fmax', '0.142', 'GHz'),
('sta', 'number_of_unconstrained_endpoints', '187', ''),
('detailed_routing', 'num_vias', '11600', ''),
('power_and_ir_drop', 'p_seq_share', '30.5', '%'),
('clock_network', 'tritoncts', 'done', ''),
('sta', 'fin_hold_ws', '477', 'ps'),
('setup_path', 'timing.critical_path.arrival', '4800', 'ps'),
('grt', 'largest_net_degree_at_the_start_of_global_routing', '47', ''),
('logic_synthesis', 'postSynthAreaPerCell', '8.21', 'um2'),
('sta', 'fin_skew', '9.16', 'ps'),
('detailed_routing', 'antenna_violating_nets_post_route', '0', ''),
('logic_synthesis', 'synth_async_sr_flop_share', '0', '%'),
('clock_network', 'cts.htree.levels', '3', ''),
('grt', 'groute.usage.overall', '22.2', '%'),
('sta', 'timing.final.setup_violations', '0', ''),
('sta', 'timing.slew.headroom', '40.8', '%'),
('logic_synthesis', 'post_synth_num_cell_types', '106', ''),
('clock_network', 'cts.repair_timing.setup_buffer_count', '0', ''),
('cells_and_area', 'proportion_of_layout_cells_with_a_drive_suffix_above_1', '5.22', '%'),
('sta', 'period_needed', '7060', 'ps'),
('logic_synthesis', 'yosys_synthesis_chip_area', '13700', 'um2'),
('power_and_ir_drop', 'power.clock.fraction', '20.3', '%'),
('grt', 'first_global_vias', '10500', ''),
('clock_network', 'cts_max_path_buffers', '2', ''),
('floorplan', 'design.core.area', '26900', 'um2'),
('placement', 'finalWeightedCongestion', '0.935', ''),
('clock_network', 'post_cts_resize_count', '0', ''),
('clock_network', 'clk-insertion-delay-late', '330', 'ps'),
('power_and_ir_drop', 'netSwitchingFraction', '40.1', '%'),
('sta', 'timing_hold_violations_final', '0', ''),
('sta', 'timing_max_transition_violations_final', '0', ''),
('logic_synthesis', 'count_of_flip_flops_with_a_built_in_enable_after_synthesis', '70', ''),
('detailed_routing', 'postRouteWirelength', '29.9', 'mm'),
('sta', 'rsz_0062_raised_after_global_routing', 'no', ''),
('detailed_routing', 'route.detailed.drc', '0', ''),
('logic_synthesis', 'top_cells_by_count', 'nor2_1, a21oi_1, nand2_1', ''),
('placement', 'dp_cells', '2011', ''),
('logic_synthesis', 'yosys-stat-cells', '1665', ''),
('logic_synthesis', 'most_common_cell_in_the_netlist', 'nor2_1', ''),
('run', 'tool_warnings', '51', ''),
('sta', 'register_pins_left_without_a_clock', '97', ''),
('status', 'outcome', 'completed', ''),
('setup_path', 'setup.worst_path.start_class', 'input pin', ''),
('floorplan', 'die_area', '28000', 'um2'),
('cells_and_area', 'final-instance-count-excl-fill', '2027', ''),
('power_and_ir_drop', 'power.static_leakage', '5.56', 'nW'),
('cells_and_area', 'layout-area-overhead-vs-synth', '7.37', '%');
==> metrics by stage <==
stage / total power [W] / cell area [um2] / utilization [%]
after floorplan: 0.00102 / 13700 / -
after detailed placement: 0.00119 / 14400 / 53.4
final: 0.00149 / 14700 / 54.6
after global routing: 0.00160 / 14700 / 54.6
after CTS: 0.00150 / 14700 / 54.6
after global placement: 0.00119 / 14400 / 53.4
==> worst max-delay path, cell delays in order <==
cell	delay, ps
buf_2	100
buf_4	280
inv_1	430
nand2_1	140
a31oi_1	380
inv_1	150
ha_1	240
a221oi_1	280
clkdlybuf4s50_1	510
==> worst paths after layout <==
check | from | endpoint | slack, ps | depth (start not counted)
hold / removal | count_timer[0] | count_timer[0] | 480 | 1
setup reg to reg | button_count[0] | button_count[22] | 8350 | 15
hold reg to reg | count_timer[0] | count_timer[0] | 480 | 1
setup / recovery | toggle_set | hex3[4] | 4240 | 9
==> metal layers <==
layer | vias to the layer above | track usage [%] | part of all wire (%)
li1 | 6011 | - | -
met4 | 0 | 2.67 | 1.2
met1 | 5316 | 34.8 | 49
met5 | - | 0 | 0
met3 | 23 | 1.28 | 3.1
met2 | 225 | 36.2 | 46
==> registers in the layout, indices dropped and copies added, names as in the netlist, 6 cells and up <==
| register | flops |
|---|---|
| button_count | 31 |
| count_timer | 29 |
| hex1 | 7 |
| goal_temp | 10 |
| set_min | 6 |
| set_sec | 6 |
| hex2 | 7 |
| updated_temp | 10 |
| hex0 | 7 |
| count | 31 |
==> cells by family (layout without fill, tap and decap cells) <==
family / count (synthesis) / after routing / share of synthesized area, %
AOI/OAI and AO/OA: 416 / 416 / 20.5
xor gates and xnor gates: 131 / 131 / 8.39
adders and majority gates: 94 / 94 / 8.63
buffers and inverters: 160 / 166 / 4.70
DFF: 169 / 169 / 29.9
latches: 22 / 22 / 2.42
muxes: 30 / 30 / 2.65
other: 1 / 16 / 0.0274
and+or+nand+nor: 642 / 642 / 22.8
==> cells in the final DEF, fill, tap and decap left out, types with 26 or more instances in the layout <==
master             n
clkdlybuf4s50_1   34
ha_1              91
and3_1            26
inv_1             90
nand2_1          111
nand3_1           71
o21ai_0           86
a21oi_1          112
nor2_1           226
xor2_1            47
nor2b_1           29
dfxtp_1           99
a31oi_1           28
xnor2_1           84
edfxtp_1          70
nor3_1            45
nand4_1           28
==> area by class of cell <==
| cell class | count | area, um2 |
|---|---|---|
| Inverter | 97 | 367 |
| Multi-Input combinational cell | 1329 | 8670 |
| Clock inverter | 3 | 22.5 |
| Tap cell | 341 | 427 |
| Timing Repair Buffer | 53 | 480 |
| Clock buffer | 13 | 293 |
| Sequential cell | 191 | 4410 |
| Fill cell | 2476 | 12200 |
==> power by group through the flow <==
stage	logic [W]	registers, W	clock network [W]
final	0.000732	0.000453	0.000301
after global routing	0.000815	0.000457	0.000325
after CTS	0.000730	0.000453	0.000312
Power figures rest on the tool's default switching activity, not on a simulated workload.
