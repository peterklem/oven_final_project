$ cat design/flow/run.sh
#!/bin/bash
# OpenROAD 26Q1-2900-gdf79404cd8, Yosys 0.63+post, stock flow scripts
make -C /OpenROAD-flow-scripts/flow DESIGN_CONFIG=/design/flow/config.mk WORK_HOME=/design/flow/orfs finish
$ cat design/flow/config.mk
export PLATFORM = sky130hd
export DESIGN_NAME = Clock
export DESIGN_NICKNAME = Clock
export VERILOG_FILES = /design/flow/design.v
export SDC_FILE = /design/flow/constraint.sdc
export NUM_CORES = 4
export LEC_CHECK = 1
export CORE_UTILIZATION = 40
$ cat design/flow/constraint.sdc
current_design Clock

set clk_period 2.7
set clk_io_pct 0.2

create_clock -name clk0 -period $clk_period [get_ports {clk}]

set non_clock_inputs [all_inputs -no_clocks]
set_input_delay [expr $clk_period * $clk_io_pct] -clock clk0 $non_clock_inputs
set_output_delay [expr $clk_period * $clk_io_pct] -clock clk0 [all_outputs]
$ cat design/flow/design.v
module Clock (  output reg [6:0] hex0 ,  
                input clk, 
                output reg [6:0] hex1,  
                output reg [6:0] hex2,  
                output reg [6:0] hex3);  
		parameter MAX_COUNT = 25000000;
		reg [28:0] count = 0;
		reg new_clk;
		always @ (posedge clk) begin
			if (count <= MAX_COUNT) begin
				count <= count + 1;
			end else begin 
				count <= 0;
				new_clk <= ~new_clk;
			end
		end
		reg [3:0] number = 0;
		reg [2:0] number2 = 0;
		reg [3:0] number3 = 0;
		reg [2:0] number4 = 0;
		always @ (posedge new_clk) begin
			if (number >= 9) begin
				number <= 0;
				number2 <= number2 + 1;
				if (number2 >= 5) begin
					number2 <= 0;
					number3 <= number3 +1;
					if (number3 >= 9) begin
						number3 <= 0;
						number4 <= number4 + 1;
						if (number4 >= 5) begin
							number4 <= 0;
						end
					end else begin
						number3 <= number3 + 1;
					end
				end else begin
					number2 <= number2 + 1;
				end
			end else begin
				number <= number + 1;
			end
		end
		always @ (*) begin
			case (number) 
				0: begin
					hex0 = 7'b1000000;
				end
				1: begin
					hex0 = 7'b1111001;
				end
				2: begin
					hex0 = 7'b0100100;
				end
				3: begin
					hex0 = 7'b0110000;
				end
				4: begin
					hex0 = 7'b0011001;
				end
				5: begin
					hex0 = 7'b0010010;
				end
				6: begin
					hex0 = 7'b0000010;
				end
				7: begin
					hex0 = 7'b1111000;
				end
				8: begin
					hex0 = 7'b0000000;
				end
				9: begin
					hex0 = 7'b0010000;
				end
			endcase
		end
		always @ (*) begin
			case (number2)
				0: begin
					hex1 = 7'b1000000;
				end
				1: begin
					hex1 = 7'b1111001;
				end
				2: begin
					hex1 = 7'b0100100;
				end
				3: begin
					hex1 = 7'b0110000;
				end
				4: begin
					hex1 = 7'b0011001;
				end
				5: begin
					hex1 = 7'b0010010;
				end
			endcase
		end
		always @ (*) begin
			case (number3) 
				0: begin
					hex2 = 7'b1000000;
				end
				1: begin
					hex2 = 7'b1111001;
				end
				2: begin
					hex2 = 7'b0100100;
				end
				3: begin
					hex2 = 7'b0110000;
				end
				4: begin
					hex2 = 7'b0011001;
				end
				5: begin
					hex2 = 7'b0010010;
				end
				6: begin
					hex2 = 7'b0000010;
				end
				7: begin
					hex2 = 7'b1111000;
				end
				8: begin
					hex2 = 7'b0000000;
				end
				9: begin
					hex2 = 7'b0010000;
				end
			endcase
		end
		always @ (*) begin
			case (number4)
				0: begin
					hex3 = 7'b1000000;
				end
				1: begin
					hex3 = 7'b1111001;
				end
				2: begin
					hex3 = 7'b0100100;
				end
				3: begin
					hex3 = 7'b0110000;
				end
				4: begin
					hex3 = 7'b0011001;
				end
				5: begin
					hex3 = 7'b0010010;
				end
			endcase
		end
endmodule
==> notes.md <==
Purpose: to document the outcome of synthesis and place and route.

STA
The slew check shows that the tightest pin keeps a relative margin of 36.1%. The clock period minus final worst setup slack is 2040 ps. 78 endpoints have no timing constraint.

The final-layout worst hold slack is 513 ps. The transition time at the pin with the least slew margin is 946 ps. The final layout reports a setup TNS of 0 ps. The final timing report lists a hold violation count of 0. The final timing report counts setup violations totalling 0. The max-slew violation count is 0. Setup repair after global routing left no endpoint under its margin. The worst setup skew after layout is 8.90 ps. The timer found 40 register pins that no clock reaches; their paths are not timed. The share of the clock period used by the worst path after layout is 75.6%. Based on the critical path, the design can be clocked at up to 490 MHz.

Die
The height of the chip is 91.3 µm. The number of rows created at floorplan is 32. The floorplan report gives the top-level pin count as 29. The initial standard-cell utilization of the core is 41.3%.

According to the floorplan report, the total die area is 0.00834 mm². The core region is 0.00773 mm². The horizontal die dimension reported for this design is 91.3 µm.

Pwr
The maximum resistive drop on vdd is 0.247 mV. The leakage component of the power was reported as 1.33 nW. The power density of the placed cells is 262 mW/mm². Summing internal, switching and leakage power gives 0.953 mW.

Setup path
For the worst setup path, the data required time is 2880 ps. Data arrives at the worst endpoint at 2220 ps. The largest fanout on the critical path is 7.

The longest individual stage delay on the worst path is 510 ps. The worst setup path is launched from a flip-flop. The worst setup path is of the flip-flop to flip-flop kind. STA classifies the critical path endpoint as a flip-flop. Per STA, the worst path is made up of ha_1 > and4_1 > nand4_2 > or4_1 > a221oi_1. The launch point of the worst path is count[0]. Per the STA report, the cell with the highest stage delay on the worst path is or4_1.

The startpoint of the worst register-to-register path is count[0].

Clock network
The post-CTS setup buffer count is 0. The clock latency of the later-clocked register in the worst-skew pair is 280 ps. The clock buffer count from CTS is 5.

The number of H-tree levels is 2. The hold buffer count at cts is 0. The number of gates given a new drive strength after cts is 0. The clock tree from TritonCTS is yes. The tree is rooted in a clkbuf_8. Counting along the longest clock path gives a buffer depth of 2. Clock-pin slew was measured on the worst setup and hold paths at 60 ps.

Flow run
Warnings raised by the tools during the run amount to 40. The max capacitance violation total is 0.

Yosys
According to the Yosys statistics, the synthesized design has a chip area of 0.00319 mm². For this run, asynchronously set or reset flops after synthesis account for 0%. Synthesis inferred 70 register bits. Looking at area per cell type in the netlist, the leader is dfxtp_1. Ranked by total cell area, the synthesized netlist is headed by dfxtp_1, dlxtn_1, edfxtp_1. The total of warnings raised by yosys is 1.

Synthesis produced a netlist whose cell count is 343. The distinct cell type count after synthesis is 56. The portion of synthesized cell area occupied by the leading cell type is 20.7%.

The commonest register cell is dfxtp_1. The total standard cell area after synthesis is 0.00319 mm². The number of cells reported by Yosys stat comes to 343. Yosys mapped a number of flops with a built-in enable equal to 11. Each instance of the synthesized netlist takes up on average 9.31 µm².

Finish
The final report gives the standard cell area, fillers excluded, as 0.00364 mm². Compared with the post-synthesis result, the final layout area differs by 14.1%. The ratio of cells with drive above 1 in the final layout is 6.34%. The final layout report lists a filler cell count of 705.

Place
The final weighted congestion in routability-driven placement is 0.837. The cell area after placement is 0.00354 mm². The count of input and output buffers is 28. The post-DP HPWL is 3820 µm.

Hold path
Note that the worst hold path type here is flip-flop to flip-flop. For the worst min-delay path, the startpoint reported by OpenROAD is count[19].

Global routing
Global routing finished with a remaining overflow of 0. The via count of the first global-routing pass is 2092. The aggregate global-route resource usage is 13.6%. The global-route wire length before repair is 9460 µm. The initial antenna violation count was 0. The maximum number of pins on one net before global-route repair is 27.

Detailed routing
For this block, the initial DRC count from the detailed router was 67. Once detail routing completed, the nets flagged for antenna violations numbered 0. For this run, the detailed router's first-pass iteration total came to 4. The final antenna diode count is 0. The detailed-route DRC error count is 0.

The routed via count divided by cell count is 5.15. The routed design shows a wire length per standard cell of 11.5 µm. The final wirelength is 5340 µm.

The routed via count is 2396.

Status
The flow ran to the end, and the final reports show no timing, DRC or antenna violations.
## worst max-delay path, delay by kind of cell, from the launching register on
| family | cells | cell delay, ps |
|---|---|---|
| and+or+nand+nor | 3 | 1040 |
| AOI/OAI and AO/OA | 1 | 270 |
| DFF | 1 | 410 |
| adders and majority gates | 1 | 230 |
## final timing paths
check	to	slack [ps]	cells after the start
max	count[24]	660	5
min	count[19]	510	2
max reg2reg	count[24]	660	5
min reg2reg	count[19]	510	2
## cells by family after synthesis
logic type / after synthesis / synth area share (%)
multiplexers: 5 / 1.65
XOR/XNOR: 15 / 4.12
AND-OR/OR-AND: 67 / 15.7
latches: 26 / 12.2
other: 1 / 0.117
AND/OR/NAND/NOR: 122 / 20.9
buffers and inverters: 41 / 5.68
flip-flops: 44 / 31.0
adder cells (fa/ha/maj): 22 / 8.62
## registers in the layout, indices dropped and copies added (netlist names)
signal,flops
new_clk,1
hex2,7
number3,4
number,4
number2,3
count,29
hex1,6
hex3,6
hex0,7
number4,3
## metal layers
metal  part of all wire [%]  vias to the layer above  wire length [µm]  track usage [%]
met5                      0                        -                 0                0
met4                   0.56                        0                30             1.06
met3                    2.6                        4               137             1.36
met2                     44                       37              2350             21.5
met1                     53                     1081              2820             21.9
li1                       -                     1274                 -                -
## cells in the mapped netlist, types with 7 or more instances
master and count:
nor2_1 39, or4_1 7, a21oi_1 7, edfxtp_1 11, nand4_1 10, o21ai_0 12, a211oi_1 17, clkbuf_1 12
dfxtp_1 33, inv_1 19, nand2_1 14, xor2_1 9, nand3_1 8, ha_1 22, dlxtn_1 26
## layout make-up
type	count	area [µm²]	share of cell area [%]
multi-input combinational	235	1640	45.0
clock buffer	7	76.3	2.10
tap	102	128	3.50
clock inverter	1	30.0	0.824
sequential	70	1380	37.9
timing repair buffer	31	315	8.66
inverter	19	71.3	1.96
## placed cells by master (no fill, tap or decap), types with 7 or more instances in the layout
cell type,n
edfxtp_1,11
dlxtn_1,26
or4_1,7
nand3_1,8
dfxtp_1,33
nand2_1,14
nor2_1,39
ha_1,22
a211oi_1,17
clkdlybuf4s50_1,28
nand4_1,10
xor2_1,9
inv_1,19
a21oi_1,7
o21ai_0,12
## where the power goes
part	total [mW]	switching (mW)	internal, mW
clock	0.436	0.161	0.276
combinational	0.00914	0.00583	0.00331
sequential	0.507	0.0110	0.496
## stage by stage
| stage | instances | utilization (%) | setup slack [ps] |
|---|---|---|---|
| 2_1_floorplan | 346 | - | 897 |
| 3_3_place_gp | 457 | 45.8 | 721 |
| 3_5_place_dp | 457 | 45.8 | 673 |
| 4_1_cts | 465 | 47.1 | 661 |
| 5_1_grt | 465 | 47.1 | 433 |
| 6_report | 465 | 47.1 | 660 |
Power figures rest on the tool's default switching activity, not on a simulated workload.
